==> flow/design.v <==
package rast_params;
    localparam SIGFIG = 21;  
    localparam RADIX = 10;  
    localparam VERTS = 3;  
    localparam AXIS = 3;  
    localparam COLORS = 3;  
    localparam PIPES_BOX = 2; 
    localparam PIPES_ITER = 1;  
    localparam PIPES_HASH = 2;  
    localparam PIPES_SAMP = 2;  
endpackage
module tree_hash
#(
    parameter IN_WIDTH = 40,
    parameter OUT_WIDTH = 8
)
(
    input logic unsigned [IN_WIDTH-1:0]      in_RnnH,  
    input logic unsigned [OUT_WIDTH-1:0]     mask_RnnH,  
    output logic unsigned [OUT_WIDTH-1:0]    out_RnnH    
);
    logic unsigned [31:0]       arr32_RnnH;
    logic unsigned [15:0]       arr16_RnnH;
    logic unsigned [40 - 1:0]   arr40_RnnH;    
    assign arr40_RnnH = {3'b0, in_RnnH[33:17], 3'b0, in_RnnH[16:0]};
    assign arr32_RnnH[7:0]   = arr40_RnnH[7:0]   ^ arr40_RnnH[15:8]  ;  
    assign arr32_RnnH[15:8]  = arr40_RnnH[15:8]  ^ arr40_RnnH[23:16] ;  
    assign arr32_RnnH[23:16] = arr40_RnnH[23:16] ^ arr40_RnnH[31:24] ;  
    assign arr32_RnnH[31:24] = arr40_RnnH[31:24] ^ arr40_RnnH[39:32] ;  
    assign arr16_RnnH[7:0] = arr32_RnnH[7:0] ^ arr32_RnnH[23:16] ;  
    assign arr16_RnnH[15:8] = arr32_RnnH[15:8] ^ arr32_RnnH[31:24] ;  
    assign out_RnnH[OUT_WIDTH-1:0] = ( arr16_RnnH[7:0] ^ arr16_RnnH[15:8] ) & mask_RnnH[OUT_WIDTH-1:0] ;
endmodule
==> flow/run.sh <==
#!/bin/bash
# OpenROAD 26Q1-2900-gdf79404cd8, Yosys 0.63+post, stock flow scripts
make -C /OpenROAD-flow-scripts/flow DESIGN_CONFIG=/design/flow/config.mk WORK_HOME=/design/flow/orfs finish
==> flow/config.mk <==
export PLATFORM = sky130hd
export DESIGN_NAME = tree_hash
export DESIGN_NICKNAME = tree_hash
export VERILOG_FILES = /design/flow/design.v
export SDC_FILE = /design/flow/constraint.sdc
export NUM_CORES = 4
export LEC_CHECK = 1
export CORE_AREA = 10 10 70 70
export DIE_AREA = 0 0 80 80
==> flow/constraint.sdc <==
current_design tree_hash

set clk_period 1.0
set clk_io_pct 0.2

create_clock -name clk0 -period $clk_period

set non_clock_inputs [all_inputs -no_clocks]
set_input_delay [expr $clk_period * $clk_io_pct] -clock clk0 $non_clock_inputs
set_output_delay [expr $clk_period * $clk_io_pct] -clock clk0 [all_outputs]
==> flow_summary.ini <==
; physical design summary
[status]
status = completed

[global_route]
globalRouteOverflowTotal = 0
vias_in_the_first_global_route = 207
wire_length_of_the_first_global_routing_pass_mm = 1.05
grt_antenna_before_repair = 0
track_usage_pct = 1.94
grt_max_degree = 2

[detailed_routing]
antenna_cells = 0
postRouteWirelength_um = 706
drt_pre_antenna_iters = 2
avgViaCountPerCell = 2.18
initialDrtViolationCount = 1
route.detailed.drc = 0
route.detailed.wl_per_inst_um = 8.02
num_vias = 192
number_of_antenna_violating_nets_in_the_routed_design = 0

[timing]
rsz0062_at_grt = false
worstMarginPinSlew_ns = 0.105
post-route-period-util_pct = 96.5
max_freq_mhz = 1040
fin_hold_ws_ns = 0.771
period_minus_slack_ns = 0.965
finalHoldViolations = 0
max-slew-margin-rel_pct = 93.0
setup-violations-final = 0
finalMaxSlewViolations = 0

[critical_path]
critical_path.cell_chain = clkdlybuf4s15_1, xor2_1, and2_1, buf_2
cp.arrival_ns = 0.76
required_ns = 0.80
critPathCaptureType = output port
path_max_fanout = 1
critical_path.startpoint = in_RnnH[32]
critPathKind = input port to output port
timing.critical_path.slowest_cell_delay_ns = 0.17
critPathSlowestCell = sky130_fd_sc_hd__clkdlybuf4s15_1
kind_of_start_point_of_the_critical_path = input port

[power_and_ir_drop]
power.internal_mw = 0.0724
share_seq_of_total_power_pct = 0
total_switching_power_mw = 0.0248
vdd.ir_drop.worst_mv = 0.0411
netSwitchingFraction_pct = 25.5
powerDensity_nw_per_um2 = 268
combinationalPowerShare_pct = 100.0
cellLeakagePower_nw = 0.182
clkPwrFrac_pct = 0

[placement]
dp_hpwl_um = 678
post-place-cells = 88
port_buffers = 29
gpl.final_weighted_congestion = 0.689

[yosys]
mappedNetlistArea_um2 = 93.8
synth_cell_type_count = 2
synth_largest_type_area_fraction_pct = 53.3
synth.largest_area_cell = sky130_fd_sc_hd__and2_1
ys_cells = 13
mean_cell_area_of_the_mapped_netlist_um2 = 7.22
yosys.cell_count.top_type = sky130_fd_sc_hd__and2_1
synth.yosys.chip_area_um2 = 93.8
post_synth_most_frequent_cells = 8 x sky130_fd_sc_hd__and2_1, 5 x sky130_fd_sc_hd__xor2_1
yosys-top-cells-area = sky130_fd_sc_hd__and2_1 53%, sky130_fd_sc_hd__xor2_1 47%
yosysSeqAreaShare_pct = 0
synthesis.yosys.warnings = 0
post_synth_inst_count = 13

[die]
std_cell_rows = 21
design.die.area_um2 = 6400
core-area_um2 = 3420
die_x_um = 80
initial_utilization_pct = 2.75
die_h_um = 80
io_pins = 56

[run]
cap_viol_max_count = 0
warning_count = 59

[cells_and_area]
stdcell_count = 88
drive_above_1_share_pct = 31.0
synthToLayoutAreaGrowth_pct = 287
fillCellCount = 419
clock_buffer_count = 0
sequential_cell_area_um2 = 0
flops = 0
final_core_util_pct = 10.6

[clock_network]
hold_bufs_inserted_after_cts = 0
cts_setup_buffers = 0

[min_path]
hold_path.startpoint = mask_RnnH[7]
worstHoldPathType = input port to output port
==> path summary, 6_finish.rpt <==
path	endpoint	slack (ns)	cells after the start
worst max-delay path	out_RnnH[3]	0.04	4
worst min-delay path	out_RnnH[7]	0.77	3
==> critical path: cells and delay by family <==
family / cells / cell delay [ns]
buf+inv: 2 / 0.28
xor+xnor: 1 / 0.15
simple gates: 1 / 0.13
==> layer usage <==
| layer | up-vias | global-route usage (%) | part of all wire, % |
|---|---|---|---|
| met5 | - | 0 | 0 |
| li1 | 97 | - | - |
| met2 | 14 | 3.45 | 53 |
| met4 | 0 | 0 | 0 |
| met3 | 0 | 0.568 | 13 |
| met1 | 81 | 2.37 | 34 |
==> cell usage in the layout (no fill, tap or decap) <==
| cell | count |
|---|---|
| sky130_fd_sc_hd__clkdlybuf4s15_1 | 5 |
| sky130_fd_sc_hd__clkbuf_2 | 5 |
| sky130_fd_sc_hd__dlygate4sd2_1 | 11 |
| sky130_fd_sc_hd__xor2_1 | 5 |
| sky130_fd_sc_hd__buf_2 | 8 |
| sky130_fd_sc_hd__and2_1 | 8 |
==> per-stage QoR <==
stage | total power [mW] | TNS [ns] | instance area [um^2] | setup WS (ns)
final | 0.0972 | 0 | 363 | 0.0350
after global routing | 0.110 | 0 | 363 | 0.00561
after floorplan | 0.0211 | 0 | 93.8 | 0.345
after detailed placement | 0.152 | -4.38 | 442 | -0.639
after CTS | 0.105 | 0 | 387 | 0.00259
after global placement | 0.150 | -4.30 | 442 | -0.630
==> power by group through the flow <==
| stage | registers, mW | clock network [mW] | logic, mW |
|---|---|---|---|
| after CTS | 0 | 0 | 0.105 |
| final | 0 | 0 | 0.0972 |
| after global routing | 0 | 0 | 0.110 |
==> logic make-up (layout without fill, tap and decap cells) <==
family,count (synthesis),after routing,share of synthesized area [%]
XOR/XNOR,5,5,46.7
buffers and inverters,0,29,0
AND/OR/NAND/NOR,8,8,53.3
==> area by class of cell <==
cell class	count	area [um^2]	area share, %
multi-input cells	13	93.8	25.9
repair buffers	29	211	58.3
well taps	46	57.6	15.9
==> repair_timing <==
item / 4_1_cts / 5_1_grt
pin swaps: 12 / 3
gates cloned: 0 / 0
endpoints found under the setup margin: 8 / 4
hold endpoints to repair: 0 / 0
gates resized: 54 / 6
Power figures rest on the tool's default switching activity, not on a simulated workload.
